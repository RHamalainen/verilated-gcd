## run.sh

```bash
#!/bin/bash
# OpenROAD 26Q1-2900-gdf79404cd8, Yosys 0.63+post, stock flow scripts
make -C /OpenROAD-flow-scripts/flow DESIGN_CONFIG=/design/flow/config.mk WORK_HOME=/design/flow/orfs finish
```

## config.mk

```make
export PLATFORM = sky130hd
export DESIGN_NAME = design
export DESIGN_NICKNAME = design
export VERILOG_FILES = /design/flow/design.v
export SDC_FILE = /design/flow/constraint.sdc
export NUM_CORES = 4
export LEC_CHECK = 1
export CORE_AREA = 10 10 88 88
export DIE_AREA = 0 0 98 98
```

## constraint.sdc

```tcl
current_design design

set clk_period 3.5
set clk_io_pct 0.2

create_clock -name clk0 -period $clk_period [get_ports {clk}]

set non_clock_inputs [all_inputs -no_clocks]
set_input_delay [expr $clk_period * $clk_io_pct] -clock clk0 $non_clock_inputs
set_output_delay [expr $clk_period * $clk_io_pct] -clock clk0 [all_outputs]
```

## design.v

```verilog
module gcd (
    input clk,
    input rst,
    input [3:0] in1,
    input [3:0] in2,
    input ena,
    output reg [3:0] out,
    output reg rdy);
    typedef enum {
        idle,
        read_inputs,
        check_equality,
        check_inequality,
        write_outputs,
        assign_r_in1,
        assign_r_in2
    } State;
    reg [3:0] r_in1;
    reg [3:0] r_in1_next;
    reg [3:0] r_in2;
    reg [3:0] r_in2_next;
    State state;
    State state_next;
    wire [3:0] in1_minus_in2 = r_in1 - r_in2;
    wire [3:0] in2_minus_in1 = r_in2 - r_in1;
    wire in1_equal_to_in2 = r_in1 == r_in2;
    wire in1_greater_than_in2 = r_in2 < r_in1;
    wire in2_greater_than_in1 = r_in1 < r_in2;
    always @(posedge clk or posedge rst) begin
        if (rst) begin
            state <= idle;
            r_in1 <= 0;
            r_in2 <= 0;
        end else begin
            state <= state_next;
            r_in1 <= r_in1_next;
            r_in2 <= r_in2_next;
        end
    end
    always @(state or ena or in1 or in2 or in1_minus_in2 or in2_minus_in1 or in1_equal_to_in2 or in1_greater_than_in2 or in2_greater_than_in1) begin
        r_in1_next <= r_in1;
        r_in2_next <= r_in2;
        case (state)
            idle: begin
                if (ena == 1) begin
                    state_next <= read_inputs;
                end else begin
                    state_next <= idle;
                end
            end
            read_inputs: begin
                r_in1_next <= in1;
                r_in2_next <= in2;
                state_next <= check_equality;
            end
            check_equality: begin
                if (in1_equal_to_in2) begin
                    state_next <= write_outputs;
                end else begin
                    state_next <= check_inequality;
                end
            end
            check_inequality: begin
                if (in1_greater_than_in2) begin
                    state_next <= assign_r_in1;
                end else begin
                    state_next <= assign_r_in2;
                end
            end
            write_outputs: begin
                state_next <= idle;
            end
            assign_r_in1: begin
                r_in1_next <= in1_minus_in2;
                state_next <= check_equality;
            end
            assign_r_in2: begin
                r_in2_next <= in2_minus_in1;
                state_next <= check_equality;
            end
            default: ;
        endcase
    end
    always @(state, r_in1) begin
        out <= out;
        rdy <= 0;
        case (state)
            idle: ;
            read_inputs: ;
            check_equality: ;
            check_inequality: ;
            write_outputs: begin
                out <= r_in1;
                rdy <= 1;
            end
            assign_r_in1: ;
            assign_r_in2: ;
            default: ;
        endcase
    end
endmodule
module design (
        input clk,
        input rst,
        input [3:0] in1,
        input [3:0] in2,
        input ena,
        output [3:0] out,
        output rdy);
    gcd gcd(.clk, .rst, .in1, .in2, .ena, .out, .rdy);
    initial begin
    end
endmodule
```

==> results.toml <==
# generated from flow reports
[finish]
areaGrowthSynthToFinish_pct = 29.2
fillers = 644
ff_latch_area_um2 = 380
drive_gt1_share_pct = 3.54
final_cell_area_um2 = 1170
layout.area.comb_um2 = 463
lay_top_cells = "clkdlybuf4s50_1 (15), inv_1 (11), dfrtp_1 (11)"
lay_top_count = "clkdlybuf4s50_1"

[grt]
grt_pass1_vias = 716
grt_usage_pct = 4.52
overflow = 0
antenna_found_initial = 0
grt_pass1_wl_mm = 3.60
grt_max_degree = 19

[setup_path]
crit_required_ns = 2.80
cp-end-kind = "output port"
cp_max_fo = 18
r2r-start = "gcd.r_in2[1]"
setup.worst_path.class = "flop to output port"
start_kind = "flop"
arrival_ns = 2.03
critical_path.startpoint = "gcd.state[2]"

[floorplan]
ios = 16
fp.coreArea_um2 = 5920
die-width_um = 98
die_h_um = 98
rows = 28
floorplan.core_util_pct = 15.3
chip_area_um2 = 9600

[synth]
ys_warn_count = 2
edf_count = 0
synth_area_um2 = 908
ys_types = 31
ff_type = "dfrtp_1"
ys_async_sr_fraction_pct = 61.1
ys_ff = 18
logic_family = "AND-OR/OR-AND gates"
ys_cells = 99
ys_sh_adder_pct = 14.0
compound_area_share_pct = 18.7
synth-xor-area-share_pct = 2.89
ys_sh_mux_pct = 3.31
simple_gate_share_pct = 12.0
avgSynthCellArea_um2 = 9.18
yosys.stat.chipArea_um2 = 908
synthCells = 99

[sta]
fmax_mhz = 367
post-route-period-util_pct = 77.9
maxSlewViolCount = 0
tightestPinTransition_ns = 0.592
finalHoldViolations = 0
unclocked_pins = 7
rsz0062_at_grt = "no"
untimed_endpoints = 14
slew_headroom_pct = 60.5
setup_tns_ns = 0
setup_viol = 0
whs_ns = 0.545
fin_ws_ns = 0.774
finClkSkew_ns = 0.00337
period_needed_ns = 2.73

[clock_tree]
cts_max_path_buffers = 2
htree_levels = 1
cts-buffers-inserted = 3
tritoncts = "built"
worstSkewPairLatency_ns = 0.24
clkTransAtPathRegs_ns = 0.05
cts_hold_buf = 0
cts_resized = 0
post_cts_buffers = 0
cts_root_buf = "clkbuf_8"

[drt]
drt-initial-drc-count = 40
diodes = 0
wl_mm = 2.08
firstDrtPassIters = 4
vias_per_cell = 3.81
drc = 0
avgRoutedWirePerCell_um = 11.1
num_vias = 716
ant_nets = 0

[run]
tool_warnings = 28
drv_cap = 0

[power_and_ir_drop]
p_leak_nw = 0.503
powerDensity_nw_per_um2 = 253
vdd_ir_drop_max_mv = 0.103

[status]
outcome = "completed"

[place]
gp_congestion = 0.868
post_dp_cell_area_um2 = 1130
dp_hpwl_mm = 1.62
port_buffers = 15
dp_slack_ns = 1.08

[hold_path]
hold_class = "flop to flop"
min_from = "gcd.r_in1[3]"
[path summary, 6_finish.rpt]
| path | end | slack, ns | cells after the start |
|---|---|---|---|
| hold / removal | gcd.r_in1[3] | 0.54 | 2 |
| setup reg to reg | gcd.r_in1[3] | 1.52 | 7 |
| min in group asynchronous | gcd.r_in2[3] | 0.78 | 2 |
| max in group asynchronous | gcd.r_in2[1] | 2.40 | 2 |
| hold reg to reg | gcd.r_in1[3] | 0.54 | 2 |
| setup / recovery | rdy | 0.77 | 3 |
[power by group]
group          internal (mW)  switching [mW]  total (mW)
clock network         0.0800          0.0476       0.128
logic                 0.0204          0.0160      0.0365
registers              0.130         0.00278       0.133
[cell usage after synthesis (2+ instances only)]
cell | instances | area share, %
inv_1 | 11 | 4.5
fa_1 | 2 | 4.4
ha_1 | 7 | 9.6
o22ai_1 | 6 | 4.1
a21oi_1 | 8 | 4.4
nor2b_1 | 4 | 2.8
dlxtp_1 | 4 | 6.6
xor2_1 | 2 | 1.9
buf_2 | 3 | 1.7
dlxtn_1 | 3 | 5.0
dfrtp_1 | 11 | 30
nand2_1 | 8 | 3.3
nand2b_1 | 2 | 1.4
o21ai_0 | 9 | 5.0
mux2i_1 | 3 | 3.3
[final cells by class]
class | count | share of cell area, %
Tap cell | 75 | 8.00
Clock buffer | 4 | 3.84
Multi-Input combinational cell | 65 | 39.4
Inverter | 11 | 3.52
Sequential cell | 18 | 32.4
Timing Repair Buffer | 15 | 12.8
[worst max-delay path, stage by stage, from the launching register on]
cell and delay (ns):
dfrtp_1 0.71, nand2_1 0.21, nor2_1 0.33, clkdlybuf4s50_1 0.53
[flip-flops by register name, indices dropped and copies added, names as in the netlist]
register,cells
gcd.r_in1,4
gcd.state,3
gcd.r_in2,4
gcd.state_next,3
gcd.out,4
[kinds of logic (layout without fill, tap and decap cells)]
group           after synthesis  count (layout)
fa+ha+maj                     9               9
buf+inv                      16              30
compound gates               29              29
latches                       7               7
mux                           3               3
xor+xnor                      3               3
flops                        11              11
simple gates                 21              21
[per-stage QoR]
stage                     power, mW  instances  util [%]
final                         0.297        188      19.8
after global routing          0.319        188      19.8
after CTS                     0.301        188      19.8
after detailed placement      0.172        184      19.1
after global placement        0.172        184      19.1
after floorplan               0.155         99         -
[metal layers]
| layer | vias up | wire, um | track usage (%) |
|---|---|---|---|
| met5 | - | 0 | 0 |
| met4 | 0 | 17 | 0.559 |
| met3 | 2 | 171 | 2.42 |
| met2 | 23 | 813 | 6.09 |
| met1 | 326 | 1080 | 6.36 |
| li1 | 365 | - | - |
No activity file was given, so power comes from the tool's default toggle rates.
